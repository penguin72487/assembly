==> ./design.v <==
module mealy1101(
    input wire x, clk, reset,
    output wire z
);
    reg [2:0] state, next_state;
    reg z_out;
    parameter S0 = 3'b000, S1 = 3'b001, S2 = 3'b010, S3 = 3'b011, S4 = 3'b100, S5 = 3'b101;
    always @(posedge clk or posedge reset) begin
        if (reset) begin
            state <= S0;
            z_out <= 0;
        end
        else begin
            z_out <= (state == S4)&x;
            state <= next_state;
        end
    end
    always @* begin
        case (state)
            S0: next_state = x ? S1 : S0;
            S1: next_state = x ? S2 : S0;
            S2: next_state = x ? S2 : S3;
            S3: next_state = x ? S1 : S4;
            S4: next_state = x ? S1 : S0;
            default: next_state = S0;
        endcase
    end
    assign z = z_out;
endmodule
==> ./run.sh <==
#!/bin/bash
# OpenROAD 26Q1-2900-gdf79404cd8, Yosys 0.63+post, stock flow scripts
make -C /OpenROAD-flow-scripts/flow DESIGN_CONFIG=/design/flow/config.mk WORK_HOME=/design/flow/orfs finish
==> ./config.mk <==
export PLATFORM = sky130hd
export DESIGN_NAME = mealy1101
export DESIGN_NICKNAME = mealy1101
export VERILOG_FILES = /design/flow/design.v
export SDC_FILE = /design/flow/constraint.sdc
export NUM_CORES = 4
export LEC_CHECK = 1
export CORE_AREA = 10 10 70 70
export DIE_AREA = 0 0 80 80
==> ./constraint.sdc <==
current_design mealy1101

set clk_period 1.2
set clk_io_pct 0.2

create_clock -name clk0 -period $clk_period [get_ports {clk}]

set non_clock_inputs [all_inputs -no_clocks]
set_input_delay [expr $clk_period * $clk_io_pct] -clock clk0 $non_clock_inputs
set_output_delay [expr $clk_period * $clk_io_pct] -clock clk0 [all_outputs]
==> results.yml <==
# flow metrics
clocking:
  cts-hold-fix-buffers: 0
  htreeDepth: 1
  cts_sinks: 6
  master_cell_of_the_clock_root_buffer: "sky130_fd_sc_hd__clkbuf_4"
  cts-buffers-inserted: 3
  clk_path_buf_depth: 2
  insertion_delay_of_the_later_clocked_pin_in_the_worst_skew_pair_ps: 250
  tritoncts_clock_tree: "done"
  clk_transition_reported_paths_ps: 40
run_status:
  run_status: "completed"
floorplan:
  boundaryPins: 4
  fp.dieW_microns: 80
  fp.coreArea_sq_mm: 0.00342
  dieArea_sq_mm: 0.00640
  die_height_microns: 80
  initial_core_util_pct: 5.86
  rows: 21
global_routing:
  grt_pass1_vias: 163
  grt_max_degree: 7
  grt_overflow: 0
  grt_use_total_pct: 1.60
  grt_first_pass_wirelength_microns: 738
  initial_antenna_violation_count: 0
worst_setup_path:
  timing.setup.critical_path_class: "reg2out"
  critical_path.cell_chain: "dlygate4sd2_1"
  cpPeakStageDelay_ps: 350
  critPathCaptureType: "primary output"
  critical_path.top_delay_family: "flip-flops"
  timing.critical_path.arrival_ps: 820
  cp_slowest_cell: "sky130_fd_sc_hd__dfrtp_1"
  maximum_fanout_encountered_on_the_critical_timing_path: 1
  critical_path_buf_inv_count: 1
  regToRegStartpoint: "state[1]"
  critical_path_required_ps: 960
  start_kind: "flop"
  worst_setup_path_startpoint: "z_out"
synth:
  ys_seq_share_pct: 75.6
  syn_area_sq_um: 200
  syn_avg_cell_area_sq_um: 14.3
  post_synth_inst_count: 14
  yosys_register_bits: 6
  yosysCellCount: 14
  netlist-cell-type-count: 9
  yosys_area_sq_um: 200
  yosys_warnings: 1
drt:
  drt_wl_total_microns: 365
  detail_route.wl_per_cell_microns: 5.45
  routed_via_density: 1.96
  routed-via-count: 131
  detail-route-antenna-nets: 0
  first_iter_violations: 2
  drc_errors: 0
  drtPass1Iterations: 2
  num_antenna_cells: 0
layout:
  seq_area_sq_um: 151
  areaGrowthSynthToFinish_pct: 56.3
  layout-drive-gt1-share_pct: 23.8
  layout_top_cell: "sky130_fd_sc_hd__dfrtp_1"
  final_core_util_pct: 9.16
  num-fill-cells: 399
  multi_input_comb_area_sq_um: 45.0
  layout.cells.most_common_list: "5 x sky130_fd_sc_hd__dfrtp_1, 3 x sky130_fd_sc_hd__clkbuf_4, 2 x sky130_fd_sc_hd__nor2b_1, 2 x sky130_fd_sc_hd__clkdlybuf4s50_1"
worst_hold_path:
  timing.hold.worst.class: "in2async"
run:
  warning_count: 25
  cap_viol_max_count: 0
placed_design:
  place_congestion: 0.665
  portBuffers: 3
  dpl.hpwl_microns: 282
timing:
  finalMaxSlewViolations: 0
  finalSetupViolCount: 0
  setup_repair_after_global_routing_missed_its_margin: "no"
  relSlewSlack_pct: 85.8
  fmax_ghz: 0.939
  clock-skew-final_ps: 0.198
  timing.final.crit_period_ps: 1060
  setup-tns-final_ps: 0
  timing.final.crit_share_pct: 88.7
  worst-slew-pin-transition_ps: 212
  timing.final.hold_violations: 0
pwr:
  vdd_ir_drop_max_mv: 0.246
  static-leakage-power_nw: 0.132
  power.density_mw_per_mm2: 1460
-- path summary, 6_finish.rpt --
kind / slack [ps] / cells past startpoint / to
min reg2reg: 470 / 1 / state[2]
max reg2reg: 400 / 1 / state[3]
min: 210 / 2 / state[4]
min in group clk0: 470 / 1 / state[2]
max in group asynchronous: 750 / 2 / state[0]
max: 140 / 1 / z
-- cell usage after synthesis --
master	n	area share, %
sky130_fd_sc_hd__o21a_1	1	3.8
sky130_fd_sc_hd__nor3_1	1	2.5
sky130_fd_sc_hd__nor2b_1	2	6.2
sky130_fd_sc_hd__dfstp_2	1	13
sky130_fd_sc_hd__inv_1	1	1.9
sky130_fd_sc_hd__dfrtp_1	5	63
sky130_fd_sc_hd__nor2_1	1	1.9
sky130_fd_sc_hd__and2_2	1	3.8
sky130_fd_sc_hd__o31a_1	1	4.4
-- kinds of logic (layout without fill, tap and decap cells) --
kind of cell | after synthesis | after routing | synth area share (%)
flops | 6 | 6 | 75.6
buf+inv | 1 | 8 | 1.87
compound gates | 2 | 2 | 8.13
simple gates | 5 | 5 | 14.4
-- cell type report --
cell class	instances	area share, %
clock buffer	4	8.40
inverter	1	1.20
multi-input combinational	7	14.4
sequential	6	48.4
tap	46	18.4
timing repair buffer	3	9.20
-- through the flow --
stage / hold slack [ps] / power, mW / setup slack (ps) / instance area, sq um / std cells
floorplan: 30.2 / 0.241 / 438 / 200 / 14
global placement: 455 / 0.253 / 150 / 288 / 63
detailed placement: 465 / 0.256 / 111 / 288 / 63
CTS: 204 / 0.463 / 120 / 313 / 67
global route: 232 / 0.493 / 94.1 / 313 / 67
finish: 206 / 0.455 / 135 / 313 / 67
-- per-layer routing --
layer  share of wire, %  GRT usage [%]
met3                 24           2.50
met1                 42           1.41
met4                3.8          0.528
met5                  0              0
met2                 30           1.85
-- state kept, by name (all words and copies together) (netlist names) --
| name | count |
|---|---|
| z_out | 1 |
| state | 5 |
-- power by group --
part / leakage [nW] / switching [mW] / internal [mW]
registers: 0.0797 / 0.00644 / 0.218
logic: 0.0376 / 0.0118 / 0.0151
clock network: 0.0150 / 0.0771 / 0.126
-- timing repair --
action                                  in CTS  in global routing
gates resized                                1                  0
endpoints found under the setup margin       1                  0
buffers inserted                             0                  0
Power and IR drop assume default switching activity.
