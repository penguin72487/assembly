**design/flow/design.v**
```verilog
module LA4bFA(
    input [3:0] A,  
    input [3:0] B,  
    input Cin,      
    output [3:0] Sum,  
    output Cout      
);
wire [3:0] G, P, C;
assign G[0] = A[0] & B[0];
assign P[0] = A[0] ^ B[0];
assign G[1] = A[1] & B[1];
assign P[1] = A[1] ^ B[1];
assign G[2] = A[2] & B[2];
assign P[2] = A[2] ^ B[2];
assign G[3] = A[3] & B[3];
assign P[3] = A[3] ^ B[3];
assign C[0] = Cin;
assign C[1] = G[0] | (P[0] & C[0]);
assign C[2] = G[1] | (P[1] & G[0]) | (P[1] & P[0] & C[0]);
assign C[3] = G[2] | (P[2] & G[1]) | (P[2] & P[1] & G[0]) | (P[2] & P[1] & P[0] & C[0]);
assign Cout = G[3] | (P[3] & G[2]) | (P[3] & P[2] & G[1]) | (P[3] & P[2] & P[1] & G[0]) | (P[3] & P[2] & P[1] & P[0] & C[0]);
assign Sum[0] = P[0] ^ C[0];
assign Sum[1] = P[1] ^ C[1];
assign Sum[2] = P[2] ^ C[2];
assign Sum[3] = P[3] ^ C[3];
endmodule
```
**design/flow/constraint.sdc**
```tcl
current_design LA4bFA

set clk_period 3.0
set clk_io_pct 0.2

create_clock -name clk0 -period $clk_period

set non_clock_inputs [all_inputs -no_clocks]
set_input_delay [expr $clk_period * $clk_io_pct] -clock clk0 $non_clock_inputs
set_output_delay [expr $clk_period * $clk_io_pct] -clock clk0 [all_outputs]
```
**design/flow/config.mk**
```make
export PLATFORM = sky130hd
export DESIGN_NAME = LA4bFA
export DESIGN_NICKNAME = LA4bFA
export VERILOG_FILES = /design/flow/design.v
export SDC_FILE = /design/flow/constraint.sdc
export NUM_CORES = 4
export LEC_CHECK = 1
export CORE_AREA = 10 10 70 70
export DIE_AREA = 0 0 80 80
```
**design/flow/run.sh**
```bash
#!/bin/bash
# OpenROAD 26Q1-2900-gdf79404cd8, Yosys 0.63+post, stock flow scripts
make -C /OpenROAD-flow-scripts/flow DESIGN_CONFIG=/design/flow/config.mk WORK_HOME=/design/flow/orfs finish
```
==> impl_metrics.tcl <==
# collected from the flow reports
set metrics [dict create \
    syn-mean-instance-area_um2 8.51 \
    min_path_type "input port to primary output" \
    pwr-share-comb 1.000 \
    antenna_found_initial 0 \
    drc_errors 0 \
    pwr-share-seq 0 \
    yosysUniqueCellTypes 10 \
    slew_headroom 0.898 \
    fin_area_um2 380 \
    grt_max_degree 4 \
    io_buffer_count 14 \
    p_clk_frac 0 \
    cp.required_ns 2.40 \
    crit_arrival_ns 2.26 \
    slowest_delay_ns 0.48 \
    warnings 33 \
    power_switching_mw 0.0213 \
    track_usage 0.0173 \
    worst_slew_pin_slew_ns 0.152 \
    fillers 404 \
    synth_seq_share 0 \
    synthCells 20 \
    fmax_mhz 350 \
    antenna_cells 0 \
    setup-tns-final_ns 0 \
    core_um2 3420 \
    dp_hpwl_um 519 \
    p_per_area_nw_per_um2 169 \
    crit_buf_inv 2 \
    placed_area_um2 368 \
    netSwitchingFraction 0.330 \
    final-seq-area_um2 0 \
    gp_congestion 0.698 \
    crit_type "input port to primary output" \
    status "complete, no violations" \
    ys_chip_area_um2 170 \
    leakage_nw 0.175 \
    crit_slowest_cell "clkdlybuf4s50_1" \
    path_common_cell "clkdlybuf4s50_1" \
    ys_cells 20 \
    grt_pass1_wl_um 876 \
    crit_chain "clkdlybuf4s50_1, ha_1, a21oi_2, o21ai_2, xor2_1, clkdlybuf4s50_1" \
    layout_min_cycle_time_ns 2.86 \
    drive_gt1_frac 0.118 \
    ant_nets 0 \
    ir_worst_vdd_v 0.0000765 \
    slew_violations 0 \
    final-hold-violation-count 0 \
    die_h_um 80 \
    first_global_vias 184 \
    nClkBuffers 0 \
    start_kind "input port" \
    area_growth_pct 124 \
    maxCapViolations 0 \
    ff_count 0 \
    die_x_um 80 \
    crit_fanout 3 \
    rsz0062_at_grt "false" \
    setup_viol 0 \
    via_per_inst 2.20 \
    post-route-period-util 0.953 \
    gr-total-overflow 0 \
    cpLargestDelayFamily "buffers and inverters" \
    detail_route.wl_per_cell_um 6.88 \
    die-area_um2 6400 \
    holdCritStartpoint "A[0]" \
    fp_util 0.0498 \
    end_kind "primary output" \
    core.rowCount 21 \
    synth_area_um2 170 \
    first_pass_iters 2 \
    drt-total-wl_um 550 \
    drtIter0Drc 8 \
    vias 176 \
    p_int_mw 0.0432 \
    io_pins 14 \
    hold_depth 6 \
    yosysWarnings 0 \
    hold_end "Sum[2]" \
    final_util 0.111 \
]
[power groups by stage]
stage         Clock [mW]  Sequential, mW  Combinational, mW
CTS                    0               0             0.0655
global route           0               0             0.0733
finish                 0               0             0.0645
[area by class of cell]
cell class | instances | area [um^2] | area share
Multi-Input combinational cell | 16 | 163 | 0.428
Timing Repair Buffer | 14 | 145 | 0.382
Tap cell | 46 | 57.6 | 0.151
Inverter | 4 | 15.0 | 0.0395
[metal layers]
layer  track usage  up-vias  share of wire
li1              -       96              -
met2        0.0144       13           0.19
met3        0.0136        0           0.22
met5             0        -              0
met4             0        0              0
met1        0.0298       67           0.58
[cells by family (layout without fill, tap and decap cells)]
logic type      count (synthesis)  count (layout)  share of synthesized area
compound gates                  6               6                      0.250
fa+ha+maj                       6               6                      0.485
xor+xnor                        3               3                      0.154
simple gates                    1               1                     0.0220
buf+inv                         4              18                     0.0882
[cells in the final DEF, fill, tap and decap left out]
master and count:
clkdlybuf4s50_1 12, nand2_1 1, ha_1 5, dlymetal6s2s_1 2, a21oi_2 3, xor2_1 1, fa_1 1, a21o_1 2
o21ai_2 1, xnor2_1 2, inv_1 4
[stage by stage]
stage	worst slack [ns]	std cells	total power, mW	hold slack, ns
floorplan	1.08	20	0.0232	1.37
global placement	0.0897	80	0.0636	2.28
detailed placement	0.0694	80	0.0648	2.29
CTS	0.0471	80	0.0655	2.29
global route	0.0169	80	0.0733	1.99
finish	0.140	80	0.0645	1.90
[worst min-delay path: cells and delay by family]
kind / cells / cell delay [ns]
AND-OR/OR-AND: 2 / 0.16
XOR/XNOR: 1 / 0.14
buffers and inverters: 2 / 0.24
adder cells (fa/ha/maj): 1 / 0.17
[Yosys cell counts]
cell type / instances / area [um^2]
ha_1: 5 / 62.6
inv_1: 4 / 15.0
a21o_1: 2 / 15.0
a21oi_1: 2 / 10.0
xnor2_1: 2 / 17.5
a21oi_2: 1 / 8.76
fa_1: 1 / 20.0
nand2_1: 1 / 3.75
o21ai_2: 1 / 8.76
xor2_1: 1 / 8.76
[timing repair]
item / in CTS / in global routing
setup buffers: 0 / 0
hold endpoints to repair: 0 / 0
setup endpoints to repair: 0 / 2
hold buffers: 0 / 0
resized: 0 / 4
[how the worst max path moves through the flow]
stage	from	to	cells after the start	slack, ns
final	B[0]	Sum[3]	6	0.14
after global routing	B[0]	Sum[3]	6	0.02
after CTS	A[0]	Sum[2]	6	0.05
Power and IR drop assume default switching activity.
